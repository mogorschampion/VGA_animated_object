==> design.v <==
module debounce (rst, clk, noisy, clean);
   input rst, clk, noisy;
   output clean;
   parameter NDELAY = 650000;
   parameter NBITS = 20;
   reg [NBITS-1:0] count;
   reg xnew, clean;
   always @(posedge clk)
		if(NDELAY != 0)
			if (rst) begin xnew <= noisy; clean <= noisy; count <= 0; end
			else if (noisy != xnew) begin xnew <= noisy; count <= 0; end
			else if (count == NDELAY) clean <= xnew;
			else count <= count+1;
		else
			clean <= noisy;
endmodule
==> run.sh <==
#!/bin/bash
# OpenROAD 26Q1-2900-gdf79404cd8, Yosys 0.63+post, stock flow scripts
make -C /OpenROAD-flow-scripts/flow DESIGN_CONFIG=/design/flow/config.mk WORK_HOME=/design/flow/orfs finish
==> config.mk <==
export PLATFORM = sky130hd
export DESIGN_NAME = debounce
export DESIGN_NICKNAME = debounce
export VERILOG_FILES = /design/flow/design.v
export SDC_FILE = /design/flow/constraint.sdc
export NUM_CORES = 4
export LEC_CHECK = 1
export CORE_AREA = 10 10 102 102
export DIE_AREA = 0 0 112 112
==> constraint.sdc <==
current_design debounce

set clk_period 4.1
set clk_io_pct 0.2

create_clock -name clk0 -period $clk_period [get_ports {clk}]

set non_clock_inputs [all_inputs -no_clocks]
set_input_delay [expr $clk_period * $clk_io_pct] -clock clk0 $non_clock_inputs
set_output_delay [expr $clk_period * $clk_io_pct] -clock clk0 [all_outputs]
==> qor.yml <==
setup_path:
  worst-setup-path-type: "primary input to register"
  critPathArrivalTime_ns: 2.51
  crit_family: "simple AND/OR/NAND/NOR gates"
  cp_data_required_time_ns: 4.25
  path_max_fanout: 22
  critPathBufInv: 1
  critPathCaptureType: "register"
  crit_slowest_cell: "nand2b_1"
  crit_chain: "clkdlybuf4s50_1 > xor2_1 > nand2b_1 > a211oi_1 > a31o_1"
  worst_setup_path_start_kind: "primary input"
  reg2reg_setup_slack_ns: 2.01
  slowest_delay_ns: 0.69
logic_synthesis:
  netlist_area_um2: 1090
  area_leaders: "dfxtp_1, xnor2_1, edfxtp_1"
  postSynthAreaPerCell_um2: 8.83
  seq_area_frac_synth_pct: 42.4
  synth_top_cell_by_count: "dfxtp_1"
  flop_cell: "dfxtp_1"
  ys_ff: 22
  top_area_share_pct: 36.9
  netlist.top_cell.by_area: "dfxtp_1"
  yosys_area_um2: 1090
  synthCells: 123
  yosys-top-cells-count: "dfxtp_1, nor2_1, inv_1"
  edf_count: 2
  synthArstFlopShare_pct: 0
  ys_cells: 123
  synth_cell_types: 35
  yosys_warnings: 1
clock_tree:
  cts_tree: "yes"
  ctsResizeCount: 0
  cts.clk_slew.worst_paths_ns: 0.07
  htree_levels: 1
  clock_latency_ns: 0.26
  cts_setup_buffers: 0
  cts-root-buf: "clkbuf_8"
  clock_path_buffers: 2
  cts.sinks: 22
  hold_buffers: 0
  cts_buffers: 3
global_route:
  antenna_found_initial: 0
  gr-total-overflow: 0
  track_usage_pct: 3.04
  grt_pass1_vias: 791
  grt_max_degree: 23
  grt_first_pass_wirelength_um: 3450
job:
  cap_viol_max_count: 0
  tool_warnings: 26
final_timing:
  hold_viol: 0
  fin_hold_ws_ns: 0.501
  fin_skew_ns: 0.00640
  fin_crit_sh_pct: 57.7
  setup_violations: 0
  setup_tns_ns: 0
  slew_violations: 0
  setup_slack_ns: 1.74
  fmax_ghz: 0.423
  final_period_minus_worst_setup_slack_ns: 2.36
  relSlewSlack_pct: 43.5
  rsz0062_at_grt: "false"
  worstMarginPinSlew_ns: 0.847
finish:
  area_growth_pct: 18.3
  fill_cells: 910
  drive_above_1_share_pct: 7.81
placed_design:
  gp_congestion: 0.800
  place_hpwl_um: 1390
  portBuffers: 3
  post-place-ws_ns: 1.43
floorplan:
  dieHeight_um: 112
  row_count: 33
  fp.coreArea_um2: 8220
  fp_util_pct: 13.2
  chip_area_um2: 12500
  io_pins: 4
  dieWidth_um: 112
route:
  drcViolationCount: 0
  wire_per_inst_um: 8.42
  detail_route.vias_per_cell: 3.70
  ant_nets: 0
  first_pass_iters: 4
  wl_um: 1960
  num_vias: 862
  drt-initial-drc-count: 39
  diodes: 0
power_and_ir_drop:
  vdd_ir_drop_max_mv: 0.165
  powerDensity_nw_per_um2: 293
  p_leak_nw: 0.374
worst_hold_path:
  hold_path.class: "register to register"
outcome:
  status: "finished, final reports clean"
state kept, by name, indices dropped and copies added (netlist names):
name   flops
count     20
clean      1
xnew       1
layout make-up:
| type | instances | area (um^2) | share of cell area (%) |
|---|---|---|---|
| Timing Repair Buffer | 3 | 30.0 | 2.34 |
| Multi-Input combinational cell | 90 | 584 | 45.5 |
| Tap cell | 105 | 131 | 10.2 |
| Sequential cell | 22 | 460 | 35.8 |
| Inverter | 9 | 33.8 | 2.63 |
| Clock buffer | 4 | 45.0 | 3.51 |
final timing paths:
| path | startpoint | endpoint | cells after the start |
|---|---|---|---|
| hold reg to reg | count[15] | count[15] | 2 |
| setup / recovery | noisy | count[14] | 5 |
| hold / removal | count[15] | count[15] | 2 |
| setup reg to reg | count[1] | count[16] | 5 |
layer usage:
metal	global-route usage, %	vias to the layer above	part of all wire, %
met4	0.761	0	1.7
li1	-	452	-
met2	4.58	1	44
met1	4.36	407	53
met3	0.543	2	1.4
met5	0	-	0
worst min-delay path: stages, from the launching register on:
cell	delay [ns]
dfxtp_1	0.34
nand2_1	0.06
a21oi_1	0.05
where the power goes:
| part | internal [mW] | switching, mW | total, mW |
|---|---|---|---|
| Clock | 0.0691 | 0.0649 | 0.134 |
| Sequential | 0.220 | 0.00340 | 0.224 |
| Combinational | 0.00754 | 0.0111 | 0.0186 |
per-stage QoR:
stage          utilization [%]  total power [mW]  std cells  area (um^2)
5_1_grt                   15.6             0.393        233         1280
4_1_cts                   15.6             0.384        233         1280
6_report                  15.6             0.376        233         1280
3_5_place_dp              15.1             0.248        229         1240
3_3_place_gp              15.1             0.247        229         1240
2_1_floorplan                -             0.241        123         1090
cell usage in the layout (no fill, tap or decap):
cell / n
xnor2_1: 7
nor2_1: 14
or4_4: 2
edfxtp_1: 2
nand3_1: 7
clkbuf_8: 3
nand4b_1: 1
mux2_2: 1
mux2i_1: 1
o21ai_0: 2
a31o_1: 1
nor2b_1: 1
and3b_1: 1
nor4b_1: 1
nor3_1: 6
and4_1: 1
nand4_2: 2
and3_1: 2
and4bb_2: 1
nor4_1: 3
or3_1: 4
ha_1: 2
clkdlybuf4s50_1: 3
o211ai_1: 1
clkbuf_1: 1
inv_1: 9
a21oi_1: 7
dfxtp_1: 20
o21ai_1: 3
xor2_1: 4
nand4_1: 4
nand2_1: 5
a211oi_1: 1
a211oi_2: 1
nand2b_1: 3
o31ai_1: 1
cells by family after synthesis:
| logic type | share of synthesized area, % |
|---|---|
| AOI/OAI and AO/OA | 9.56 |
| buffers and inverters | 3.80 |
| muxes | 1.96 |
| adders and majority gates | 2.30 |
| xor gates and xnor gates | 8.87 |
| DFF | 42.4 |
| and+or+nand+nor | 31.1 |
No activity file was given, so power comes from the tool's default toggle rates.

### ./config.mk
export PLATFORM = sky130hd
export DESIGN_NAME = VGAwithSwitch
export DESIGN_NICKNAME = VGAwithSwitch
export VERILOG_FILES = /design/flow/design.v
export SDC_FILE = /design/flow/constraint.sdc
export NUM_CORES = 4
export LEC_CHECK = 1
export CORE_UTILIZATION = 40
### ./constraint.sdc
current_design VGAwithSwitch

set clk_period 5.5
set clk_io_pct 0.2

create_clock -name clk0 -period $clk_period [get_ports {clk}]

set non_clock_inputs [all_inputs -no_clocks]
set_input_delay [expr $clk_period * $clk_io_pct] -clock clk0 $non_clock_inputs
set_output_delay [expr $clk_period * $clk_io_pct] -clock clk0 [all_outputs]
### ./design.v
module VGAwithSwitch(clk, rst, push, switch,	hsync, vsync, rgb);
input clk, rst;
input [3:0]push; 
input [2:0] switch;
output hsync, vsync;
output [2:0] rgb;
wire video_on;
wire [9:0] pixel_x, pixel_y;
vgaSync vgaSync(.clk(clk), .rst(rst), .hsync(hsync), .vsync(vsync), .video_on(video_on), .p_tick(), .pixel_x(pixel_x), .pixel_y(pixel_y));
pixelGeneration pixelGeneration(.clk(clk), .rst(rst), .push(push), .switch(switch), .pixel_x(pixel_x), .pixel_y(pixel_y), .video_on(video_on), .rgb(rgb));
endmodule
`timescale 1ns / 1ps
module pixelGeneration(clk, rst, push, switch, pixel_x, pixel_y, video_on, rgb);
input clk, rst;
input [3:0] push;
input [2:0] switch;
input [9:0] pixel_x, pixel_y;
input video_on;
output reg [2:0] rgb;
wire square_on, refr_tick;
localparam MAX_X = 640;
localparam MAX_Y = 480;
localparam SQUARE_SIZE = 40;
localparam SQUARE_VEL = 5;
wire [9:0] square_x_left, square_x_right, square_y_top, square_y_bottom;
reg [9:0] square_y_reg, square_y_next;
reg [9:0] square_x_reg, square_x_next;
always @(posedge clk) begin
	if(rst) begin
		square_y_reg <= 240;
		square_x_reg <= 320;
	end
	else begin
		square_y_reg <= square_y_next;
		square_x_reg <= square_x_next;
	end
end
assign refr_tick = (pixel_y ==481) && (pixel_x ==0);
assign square_y_top = square_y_reg;
assign square_x_left = square_x_reg;
assign square_y_bottom = square_y_top + SQUARE_SIZE - 1;
assign square_x_right = square_x_left + SQUARE_SIZE - 1;
always @(*) begin
	rgb = 3'b000;
	if(video_on) begin
		if(square_on)
			rgb = switch;
		else
			rgb = 3'b110;
	end
end
assign square_on = ((pixel_x > square_x_left) && (pixel_x < square_x_right)) && ((pixel_y > square_y_top) && (pixel_y < square_y_bottom));
always @(*) begin
	square_y_next = square_y_reg;
	square_x_next = square_x_reg;
	if(refr_tick) begin
		if (push[0] && (square_x_right < MAX_X - 1)) begin  
			square_x_next = square_x_reg + SQUARE_VEL;  
		end 
		else if (push[1] && (square_x_left > 1 )) begin
			square_x_next = square_x_reg - SQUARE_VEL;  
		end
		else if (push[2] && (square_y_bottom < MAX_Y - 1 )) begin
			square_y_next = square_y_reg + SQUARE_VEL;  
		end
		else if (push[3] && (square_y_top > 1)) begin
			square_y_next = square_y_reg - SQUARE_VEL;  
		end
	end
end
endmodule
module vgaSync(clk, rst, hsync, vsync, video_on, p_tick, pixel_x, pixel_y);
input clk, rst;
output hsync, vsync, video_on, p_tick;
output [9:0] pixel_x, pixel_y;
parameter HD = 640;  
parameter HF = 48;  
parameter HB = 16;  
parameter HR = 96;  
parameter VD = 480;  
parameter VF = 10;  
parameter VB = 33;  
parameter VR = 2;  
reg mod2;
wire mod2Next;
reg [9:0] h_count, h_countNext;
reg [9:0] v_count, v_countNext;
reg v_sync, h_sync;
wire v_syncNext, h_syncNext;
wire h_end, v_end, pixel_tick;
always @(posedge clk) begin
		mod2 <= #1 mod2Next;
		v_count <= #1 v_countNext;
		h_count <= #1 h_countNext;
		v_sync <= #1 v_syncNext;
		h_sync <= #1 h_syncNext;
end
assign mod2Next = rst ? 0 : ~mod2;
assign pixel_tick = mod2;
assign h_end = (h_count == (HD+HF+HB+HR-1));
assign v_end = (v_count == (VD+VF+VB+VR-1));
always @(*) begin
	h_countNext = h_count;
	if(rst)
		h_countNext = 0;
	else if(pixel_tick)  
		if(h_end)
			h_countNext = 0;
		else
			h_countNext = h_count + 1;
end
always @(*) begin
	v_countNext = v_count;
	if(rst)
		v_countNext = 0;
	else if(pixel_tick & h_end)
		if(v_end)
			v_countNext = 0;
		else
			v_countNext = v_count + 1;
end
assign h_syncNext = rst ? 0 : (h_count >= (HD+HB) && h_count <= (HD+HB+HR-1));
assign v_syncNext = rst ? 0 : (v_count >= (VD+VB) && v_count <= (VD+VB+VR-1));
assign video_on = (h_count < HD) && (v_count < VD);
assign hsync = h_sync;
assign vsync = v_sync;
assign p_tick = mod2;
assign pixel_x = h_count;
assign pixel_y = v_count;
endmodule
### ./run.sh
#!/bin/bash
# OpenROAD 26Q1-2900-gdf79404cd8, Yosys 0.63+post, stock flow scripts
make -C /OpenROAD-flow-scripts/flow DESIGN_CONFIG=/design/flow/config.mk WORK_HOME=/design/flow/orfs finish
==> reports/metrics.cfg <==
[clock_network]
clock_sinks = 43
numCtsBuffers = 5
clkTransAtPathRegs_ns = 0.08
hold_buffers = 0
cts_root_buf = clkbuf_8
clk_latency_ns = 0.29
post_cts_buffers = 0
cts_resized = 0
tritoncts = done
clockBufferDepth = 2
htreeDepth = 2

[floorplanning]
die_w_um = 102
floorplan.core_util = 0.411
io_pins = 14
coreArea_um2 = 9730
rows = 36
die.size.y_um = 102
chipArea_um2 = 10400

[critical_path]
crit_arrival_ns = 3.64
critPathSlowestCell = dfxtp_1
reg2reg_depth = 15
cp_max_fo = 8
critical_path_required_ns = 4.40
endpoint_kind = output pin
start_kind = flip-flop
cp_num_cells = 13
slowest_delay_ns = 0.50
path_cells = inv_1 -> ha_1 -> nand2b_1 -> a21oi_1 -> nor3_1 -> xnor2_1 -> ha_1 -> nor2b_1 -> o21ai_0 -> nand4_1 -> nor3_1 -> and4b_1 -> clkdlybuf4s50_1
path_buffers = 2
path_class = reg2out
cp_top_family = simple AND/OR/NAND/NOR gates

[worst_hold_path]
whs_path_depth = 2
min_path_type = reg2reg

[sta]
worst_clock_skew_ns = 0.00344
drv_slew = 0
setup_ws_ns = 0.764
setup_viol = 0
maxSlewHeadroom = 0.526
hold_viol_final = 0
final.min_clock_period_ns = 4.74
fmax_ghz = 0.211
period_used_share = 0.861
tightest_slew_ns = 0.705
fin_setup_tns_ns = 0
finalHoldWorstSlack_ns = 0.508
rsz0062_at_grt = no

[cells_and_area]
syn_to_final_growth_pct = 8.75
postLayoutCellArea_um2 = 4350
n_fill_cell = 972
finalNonFillerCells = 634
final-comb-area_um2 = 2950
regArea_um2 = 861
drive_above_1_share = 0.0459
post-route-util = 0.447

[outcome]
status = complete, no violations

[logic_synthesis]
yosysTopAreaCellShare = 0.215
synthTopCellsByArea = dfxtp_1 22%, ha_1 21%, xnor2_1 6.8%
avgSynthCellArea_um2 = 8.20
top_cell = ha_1
yosys_warnings = 2
edf_count = 0
synth_top_flop_cell = dfxtp_1
synthTopCellsByCount = 66 x ha_1, 46 x nor2_1, 43 x dfxtp_1, 35 x inv_1, 32 x o21ai_0
ys_chip_area_um2 = 4000
top_area_cell = dfxtp_1
synth_cell_types = 60
syn_area_um2 = 4000
synthArstFlopShare = 0
yosysCellCount = 488
numSynthFlops = 43
syn_inst = 488
ys_seq_share = 0.215

[global_route]
grt-ovfl-total = 0
grt_usage = 0.181
grt.met2_usage = 0.289
grt_use_met3 = 0.0167
grt.met1_usage = 0.282
grt_pass1_vias = 3138
grt_pass1_wl_um = 15000
grt-busiest-layer = met2
grt_max_degree = 25
antenna_found_initial = 0

[detailed_routing]
post_drt_wl_per_cell_um = 13.6
first_pass_iters = 4
route.detailed.drc = 0
antenna_left = 0
first_iter_violations = 92
dr_total_vias = 3379
diodes = 0
wirelength_um = 8590
vias_per_cell = 5.33

[flow_run]
warnings = 33
max-cap-violations = 0

[power_and_ir_drop]
seqPwrFrac = 0.549
internal_power_mw = 0.431
powerDensity_nw_per_um2 = 132
p_sw_mw = 0.143
switching_share = 0.249
p_comb_frac = 0.110
p_leak_nw = 1.82
vdd.ir_drop.worst_uv = 84.2
p_total_mw = 0.575
clockPowerShare = 0.341

[placement]
dp_cells = 626
gp_routability_congestion = 0.826
dpl.hpwl_um = 6660
io_buffers = 13
placed_area_um2 = 4270
place_ws_ns = 0.906

[final timing paths]
| path | startpoint | to | slack (ns) |
|---|---|---|---|
| max | pixelGeneration.square_y_reg[0]$_SDFFE_PP0P_ | rgb[0] | 0.76 |
| max reg2reg | pixelGeneration.square_y_reg[0]$_SDFFE_PP0P_ | pixelGeneration.square_y_reg[9]$_SDFFE_PP0P_ | 1.00 |
| min reg2reg | pixelGeneration.square_y_reg[9]$_SDFFE_PP0P_ | pixelGeneration.square_y_reg[9]$_SDFFE_PP0P_ | 0.51 |
| min | pixelGeneration.square_y_reg[9]$_SDFFE_PP0P_ | pixelGeneration.square_y_reg[9]$_SDFFE_PP0P_ | 0.51 |
[cell type report]
type	instances	share of cell area
Clock inverter	1	0.00115
Clock buffer	7	0.0175
Tap cell	133	0.0382
Inverter	36	0.0310
Multi-Input combinational cell	397	0.677
Timing Repair Buffer	17	0.0368
Sequential cell	43	0.198
[metal layers]
layer,vias to the layer above,wire [um]
met2,21,3810
met3,2,188
met1,1560,4570
li1,1796,-
met5,-,0
met4,0,29
[worst reg2reg max path, cell delays in order (launching register included)]
cell and delay [ns]:
dfxtp_1 0.50, inv_1 0.19, ha_1 0.29, nand2b_1 0.16, a21oi_1 0.14, a2bb2oi_1 0.19, o311ai_4 0.56, inv_1 0.20
ha_1 0.38, o21ai_0 0.21, nor2_1 0.09, o41ai_1 0.56, a21oi_1 0.19, xnor2_1 0.18, or4_1 0.48, a21oi_1 0.14
[logic make-up (layout without fill, tap and decap cells)]
| kind of cell | count (synthesis) | after routing | share of synthesized area |
|---|---|---|---|
| DFF | 43 | 43 | 0.215 |
| AOI/OAI and AO/OA | 118 | 118 | 0.199 |
| and+or+nand+nor | 157 | 157 | 0.199 |
| xor gates and xnor gates | 45 | 45 | 0.0985 |
| adders and majority gates | 68 | 68 | 0.216 |
| buffers and inverters | 48 | 61 | 0.0494 |
| muxes | 9 | 9 | 0.0231 |
[cell usage in the layout, fill, tap and decap left out, types with 11 or more instances in the layout]
cell / n
inv_1: 35
nor2_1: 46
o21ai_0: 32
dfxtp_1: 43
clkdlybuf4s50_1: 13
o21a_1: 11
a21oi_1: 29
nand3_1: 17
nand2_1: 30
xnor2_1: 31
ha_1: 66
xor2_1: 14
[power by group through the flow]
stage	registers [mW]	clock network, mW	logic, mW
4_1_cts	0.316	0.205	0.0636
6_report	0.316	0.196	0.0630
5_1_grt	0.316	0.217	0.0714
